File: ./run.sh
#!/bin/bash
# OpenROAD 26Q1-2900-gdf79404cd8, Yosys 0.63+post, stock flow scripts
make -C /OpenROAD-flow-scripts/flow DESIGN_CONFIG=/design/flow/config.mk WORK_HOME=/design/flow/orfs finish
File: ./config.mk
export PLATFORM = sky130hd
export DESIGN_NAME = DE1_SoC
export DESIGN_NICKNAME = DE1_SoC
export VERILOG_FILES = /design/flow/design.v
export SDC_FILE = /design/flow/constraint.sdc
export NUM_CORES = 4
export LEC_CHECK = 1
export CORE_UTILIZATION = 30
File: ./constraint.sdc
current_design DE1_SoC

set clk_period 3.6
set clk_io_pct 0.2

create_clock -name clk0 -period $clk_period [get_ports {CLOCK_50}]

set non_clock_inputs [all_inputs -no_clocks]
set_input_delay [expr $clk_period * $clk_io_pct] -clock clk0 $non_clock_inputs
set_output_delay [expr $clk_period * $clk_io_pct] -clock clk0 [all_outputs]
File: ./design.v
module DE1_SoC (
    input  logic CLOCK_50,
    input  logic [3:0] KEY,          
    input  logic [17:0] SW,          
    output logic [17:0] LEDR,        
    output logic [8:0] LEDG,         
    output logic [6:0] HEX0,
    output logic [6:0] HEX1,
    output logic [6:0] HEX2,
    output logic [6:0] HEX3,
    output logic [6:0] HEX4,
    output logic [6:0] HEX5,
    output logic [6:0] HEX6,
    output logic [6:0] HEX7,
    input  logic GPIO_0_4,   
    output logic GPIO_0_2,   
    output logic GPIO_0_0,   
    output logic GPIO_0_6    
);
    assign LEDR = SW;   
    logic [26:0] counter;
    always_ff @(posedge CLOCK_50 or negedge KEY[0]) begin
        if (!KEY[0]) 
            counter <= 0;
        else 
            counter <= counter + 1;
    end
    assign LEDG[0] = counter[23];   
    assign LEDG[1] = counter[24];   
    assign LEDG[2] = counter[25];   
    assign LEDG[3] = counter[26];   
    assign LEDG[4] = ~KEY[0];   
    assign LEDG[5] = ~KEY[1];   
    assign LEDG[6] = ~KEY[2];   
    assign LEDG[7] = ~KEY[3];   
    assign LEDG[8] = &(~KEY);    
    assign HEX0 = SW[0] ? 7'b0000000 : 7'b1111111;   
    assign HEX1 = ~SW[7:1];   
    always_comb begin
        case (SW[3:0])
            4'h0: HEX2 = 7'b1000000;  
            4'h1: HEX2 = 7'b1111001;  
            4'h2: HEX2 = 7'b0100100;  
            4'h3: HEX2 = 7'b0110000;  
            4'h4: HEX2 = 7'b0011001;  
            4'h5: HEX2 = 7'b0010010;  
            4'h6: HEX2 = 7'b0000010;  
            4'h7: HEX2 = 7'b1111000;  
            4'h8: HEX2 = 7'b0000000;  
            4'h9: HEX2 = 7'b0010000;  
            4'hA: HEX2 = 7'b0001000;  
            4'hB: HEX2 = 7'b0000011;  
            4'hC: HEX2 = 7'b1000110;  
            4'hD: HEX2 = 7'b0100001;  
            4'hE: HEX2 = 7'b0000110;  
            4'hF: HEX2 = 7'b0001110;  
            default: HEX2 = 7'b1111111;
        endcase
    end
    always_comb begin
        case (SW[7:4])
            4'h0: HEX3 = ~7'b1000000;  
            4'h1: HEX3 = ~7'b1111001;  
            4'h2: HEX3 = ~7'b0100100;  
            4'h3: HEX3 = ~7'b0110000;  
            4'h4: HEX3 = ~7'b0011001;  
            4'h5: HEX3 = ~7'b0010010;  
            4'h6: HEX3 = ~7'b0000010;  
            4'h7: HEX3 = ~7'b1111000;  
            4'h8: HEX3 = ~7'b0000000;  
            4'h9: HEX3 = ~7'b0010000;  
            4'hA: HEX3 = ~7'b0001000;  
            4'hB: HEX3 = ~7'b0000011;  
            4'hC: HEX3 = ~7'b1000110;  
            4'hD: HEX3 = ~7'b0100001;  
            4'hE: HEX3 = ~7'b0000110;  
            4'hF: HEX3 = ~7'b0001110;  
            default: HEX3 = 7'b0000000;
        endcase
    end
    logic [15:0] slow_counter;
    always_ff @(posedge CLOCK_50 or negedge KEY[1]) begin
        if (!KEY[1])
            slow_counter <= 0;
        else if (counter[23:0] == 0)   
            slow_counter <= slow_counter + 1;
    end
    hex_decoder h4(.value(slow_counter[3:0]),   .hex(HEX4));
    hex_decoder h5(.value(slow_counter[7:4]),   .hex(HEX5));
    hex_decoder h6(.value(slow_counter[11:8]),  .hex(HEX6));
    hex_decoder h7(.value(slow_counter[15:12]), .hex(HEX7));
    assign GPIO_0_2 = 1'b0;
    assign GPIO_0_0 = 1'b0;
    assign GPIO_0_6 = 1'b1;
endmodule
module hex_decoder (
    input  logic [3:0] value,
    output logic [6:0] hex
);
    always_comb begin
        case (value)
            4'h0: hex = 7'b1000000;
            4'h1: hex = 7'b1111001;
            4'h2: hex = 7'b0100100;
            4'h3: hex = 7'b0110000;
            4'h4: hex = 7'b0011001;
            4'h5: hex = 7'b0010010;
            4'h6: hex = 7'b0000010;
            4'h7: hex = 7'b1111000;
            4'h8: hex = 7'b0000000;
            4'h9: hex = 7'b0010000;
            4'hA: hex = 7'b0001000;
            4'hB: hex = 7'b0000011;
            4'hC: hex = 7'b1000110;
            4'hD: hex = 7'b0100001;
            4'hE: hex = 7'b0000110;
            4'hF: hex = 7'b0001110;
            default: hex = 7'b1111111;
        endcase
    end
endmodule
==> impl_metrics.csv <==
group,metric,value,unit
sta,rsz0062_at_grt,"no",
sta,clock.fmax,0.299,GHz
final_layout,regArea,1080,sq um
sta,slew_headroom,0.517,
worst_setup_path,critPathArrivalTime,2.63,ns
floorplan,dieHeight,115,um
worst_setup_path,r2r_slack,1.54,ns
clock_tree,clk_pin_slew_worst_paths,0.06,ns
routing,ant_nets,0,
worst_setup_path,reg2reg_to,"slow_counter[1]",
floorplan,fp_util,0.312,
pwr,p_clk_frac,0.487,
worst_setup_path,rr_worst_depth,4,
sta,setup_viol,0,
placed_design,dp_cells,639,
clock_tree,cts_made_buffers,5,
pwr,combinationalPowerShare,0.103,
floorplan,die_width,115,um
routing,wl_per_cell,11.8,um
worst_setup_path,worst-setup-path-type,"in2out",
yosys,yosys-stat-area,3810,sq um
pwr,power_density,247,nW/um^2
worst_setup_path,rr_startpoint,"counter[20]",
hold_path,worstHoldStart,"counter[0]",
final_layout,combGateArea,2290,sq um
grt,grt.overflow.total,0,
placed_design,place_congestion,0.833,
routing,wirelength,7660,um
grt,grt_max_degree,29,
worst_setup_path,required,2.88,ns
routing,vias,3014,
sta,fin_tns_setup,0,ns
floorplan,dieArea,13200,sq um
clock_tree,post_cts_resized,0,
final_layout,final_util,0.391,
pwr,peakVddDrop,0.285,mV
routing,first_pass_iters,4,
routing,drc,0,
clock_tree,clock.latency.late_pin,0.28,ns
yosys,synth_seq_share,0.282,
pwr,switching_power,0.000224,W
clock_tree,htree_levels,2,
yosys,synth_cell_types,46,
yosys,synthesis.area,3810,sq um
grt,grt_pass1_vias,2684,
floorplan,rows,40,
yosys,netlist_top_cells_area,"dfrtp_1 28%, ha_1 13%, buf_4 6.1%",
yosys,edf_count,0,
yosys,synth_cells,432,
yosys,top_area_frac,0.282,
yosys,synth_flops,43,
pwr,p_sw_frac,0.190,
pwr,power_frac_seq,0.410,
clock_tree,cts-root-buf,"clkbuf_16",
grt,grt_pass1_wl,12800,um
yosys,yosysCellCount,432,
pwr,power.leakage,2.02,nW
final_layout,instances_no_fill,647,
clock_tree,post_cts_buffers,0,
worst_setup_path,start_kind,"input pin",
sta,hold_violations,0,
yosys,async_flop_share,1.00,
floorplan,boundaryPins,110,
clock_tree,cts_tree,"yes",
grt,antenna_found_initial,0,
worst_setup_path,endpoint_kind,"output pin",
sta,timing.final.crit_period,3.35,ns
sta,fin_ws,0.253,ns
sta,worst_pin_slew,0.722,ns
sta,min_period_over_period,0.930,
yosys,yosys.area.top_type,"dfrtp_1",
sta,clock_skew,0.00508,ns
yosys,ff_type,"dfrtp_1",
hold_path,min_to,"counter[0]",
placed_design,dp_hpwl,5530,um
routing,insertedDiodeCount,0,
pwr,p_int,0.000955,W
run,warning_count,58,
sta,drv_slew,0,
placed_design,portBuffers,85,
final_layout,areaGrowthSynthToFinish,25.1,%
placed_design,pre_cts_ws,0.228,ns
worst_setup_path,startpoint,"SW[0]",
clock_tree,hold_buffers,0,
routing,drtIter0Drc,154,
grt,grt.total_usage,0.118,
clock_tree,clock_path_buffers,2,
yosys,syn_area_per_cell,8.83,sq um
worst_setup_path,cp_max_fo,11,
final_layout,drive_above_1_share,0.0626,
run,max-cap-violations,0,
floorplan,coreArea,12200,sq um
hold_path,worstHoldPathCells,1,
final_layout,n_fill_cell,1229,
routing,drt-vias-per-instance,4.66,
clock_tree,cts.sinks,43,
hold_path,hold_path_class,"reg2reg",
yosys,yosysWarningCount,2,
status,status,"complete, no violations",
==> cells in the mapped netlist (all sizes together) (3+ instances only) <==
| master | count |
|---|---|
| xor2 | 18 |
| a211oi | 3 |
| nor4b | 3 |
| and4 | 5 |
| nor2b | 8 |
| o21a | 4 |
| nand4 | 13 |
| nand2b | 3 |
| clkbuf | 13 |
| a31oi | 5 |
| nand2 | 35 |
| nor3 | 13 |
| nor4 | 15 |
| xnor2 | 22 |
| nand3 | 15 |
| ha | 39 |
| and3 | 8 |
| mux2i | 12 |
| buf | 39 |
| a22o | 3 |
| nor2 | 21 |
| dfrtp | 43 |
| inv | 30 |
| a21oi | 16 |
| o21ai | 26 |
==> how the worst max path moves through the flow <==
stage / to / slack (ns) / depth (start not counted)
finish: HEX2[3] / 0.25 / 7
global route: HEX2[3] / 0.12 / 7
CTS: HEX2[3] / 0.23 / 7
==> power by group through the flow <==
stage	registers (W)	logic [W]	clock network, W
after CTS	0.000483	0.000124	0.000586
after global routing	0.000483	0.000137	0.000604
final	0.000483	0.000121	0.000574
==> per-stage QoR <==
stage	hold slack [ns]	power [W]	instance area [sq um]
5_1_grt	0.492	0.00122	4770
3_5_place_dp	0.459	0.000615	4580
4_1_cts	0.467	0.00119	4770
6_report	0.470	0.00118	4770
3_3_place_gp	0.446	0.000615	4580
2_1_floorplan	0.424	0.000542	3820
==> logic make-up (layout without fill, tap and decap cells) <==
| group | Yosys count | after routing | share of synthesized area |
|---|---|---|---|
| other | 2 | 3 | 0.00197 |
| buffers and inverters | 82 | 128 | 0.117 |
| AND-OR/OR-AND | 62 | 62 | 0.0955 |
| AND/OR/NAND/NOR | 148 | 148 | 0.234 |
| flip-flops | 43 | 43 | 0.282 |
| XOR/XNOR | 40 | 40 | 0.0919 |
| adder cells (fa/ha/maj) | 39 | 39 | 0.128 |
| multiplexers | 16 | 16 | 0.0492 |
==> worst max-delay path, cell delays in order <==
cell,delay [ns]
clkdlybuf4s50_1,0.58
inv_1,0.20
ha_1,0.35
nor2_1,0.10
nor3_1,0.05
a31oi_1,0.14
clkdlybuf4s50_1,0.48
==> area by class of cell <==
cell class | count | area share
Multi-Input combinational cell | 308 | 0.481
Sequential cell | 43 | 0.226
Timing Repair Buffer | 90 | 0.186
Tap cell | 168 | 0.0441
Clock buffer | 6 | 0.0270
Inverter | 30 | 0.0236
Clock inverter | 2 | 0.0126
==> cells in the final DEF (no fill, tap or decap), types with 3 or more instances in the layout <==
cell and count:
nor2_1 21, nor2b_1 8, nand4_1 10, a31oi_1 5
a22o_1 3, nor4_1 8, a21oi_1 16, o21a_1 4
and4_1 4, nor4_4 3, xor2_1 18, and3_1 8
o21ai_0 26, nor4_2 4, conb_1 3, nand2b_1 3
mux2i_1 12, nand3_1 15, nor3_1 13, xnor2_1 22
ha_1 39, dfrtp_1 43, a211oi_1 3, inv_1 30
buf_4 5, clkdlybuf4s50_1 85, clkbuf_16 5, nand2_1 35
==> registers in the layout (all words and copies together), names as in the netlist <==
signal        count
counter          27
slow_counter     16
==> routing by layer <==
metal	global-route usage	vias up	wire, um
met3	0.0129	4	300
met1	0.192	1400	3970
met2	0.179	69	3340
met5	0	-	0
met4	0.0113	0	40
li1	-	1541	-
Power and IR drop assume default switching activity.
