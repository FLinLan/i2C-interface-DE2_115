<file path="design/flow/run.sh">
#!/bin/bash
# OpenROAD 26Q1-2900-gdf79404cd8, Yosys 0.63+post, stock flow scripts
make -C /OpenROAD-flow-scripts/flow DESIGN_CONFIG=/design/flow/config.mk WORK_HOME=/design/flow/orfs finish
</file>
<file path="design/flow/config.mk">
export PLATFORM = sky130hd
export DESIGN_NAME = spi_master
export DESIGN_NICKNAME = spi_master
export VERILOG_FILES = /design/flow/design.v
export SDC_FILE = /design/flow/constraint.sdc
export NUM_CORES = 4
export LEC_CHECK = 1
export CORE_UTILIZATION = 40
</file>
<file path="design/flow/constraint.sdc">
current_design spi_master

set clk_period 2.3
set clk_io_pct 0.2

create_clock -name clk0 -period $clk_period [get_ports {CLOCK_50}]

set non_clock_inputs [all_inputs -no_clocks]
set_input_delay [expr $clk_period * $clk_io_pct] -clock clk0 $non_clock_inputs
set_output_delay [expr $clk_period * $clk_io_pct] -clock clk0 [all_outputs]
</file>
<file path="design/flow/design.v">
module spi_master (
    input  logic CLOCK_50,       
    input  logic RESET_N,        
    input  logic MISO,           
    output logic MOSI,           
    output logic SCLK,           
    output logic SS_N,           
    output logic [6:0] HEX0      
);
    localparam CLK_FREQ = 50_000_000;  
    localparam SPI_FREQ = 500_000;     
    localparam CLK_DIV = CLK_FREQ / (2 * SPI_FREQ);  
    typedef enum logic [2:0] {IDLE, INIT, SETUP, SHIFT, SAMPLE, DONE} state_t;
    state_t state;
    logic [7:0] tx_data;         
    logic [7:0] rx_data;         
    logic [3:0] bit_cnt;         
    logic [15:0] clk_cnt;        
    logic transfer_done;         
    logic spi_clk_edge;          
    logic [3:0] hex_value;       
    always_comb begin
        case (hex_value)
            4'h0: HEX0 = 7'b1000000;  
            4'h1: HEX0 = 7'b1111001;  
            4'h2: HEX0 = 7'b0100100;  
            4'h3: HEX0 = 7'b0110000;  
            4'h4: HEX0 = 7'b0011001;  
            4'h5: HEX0 = 7'b0010010;  
            4'h6: HEX0 = 7'b0000010;  
            4'h7: HEX0 = 7'b1111000;  
            4'h8: HEX0 = 7'b0000000;  
            4'h9: HEX0 = 7'b0010000;  
            4'hA: HEX0 = 7'b0001000;  
            4'hB: HEX0 = 7'b0000011;  
            4'hC: HEX0 = 7'b1000110;  
            4'hD: HEX0 = 7'b0100001;  
            4'hE: HEX0 = 7'b0000110;  
            4'hF: HEX0 = 7'b0001110;  
            default: HEX0 = 7'b1111111;  
        endcase
    end
    always_ff @(posedge CLOCK_50 or negedge RESET_N) begin
        if (!RESET_N) begin
            clk_cnt <= 0;
            spi_clk_edge <= 0;
        end else begin
            if (state == IDLE || state == DONE) begin
                clk_cnt <= 0;
                spi_clk_edge <= 0;
            end else if (clk_cnt == CLK_DIV - 1) begin
                clk_cnt <= 0;
                spi_clk_edge <= 1;
            end else begin
                clk_cnt <= clk_cnt + 1;
                spi_clk_edge <= 0;
            end
        end
    end
    always_ff @(posedge CLOCK_50 or negedge RESET_N) begin
        if (!RESET_N) begin
            state <= IDLE;
            MOSI <= 0;
            SCLK <= 0;
            SS_N <= 1;
            bit_cnt <= 0;
            tx_data <= 8'h55;  
            rx_data <= 0;
            transfer_done <= 0;
            hex_value <= 4'h0;  
        end else begin
            case (state)
                IDLE: begin
                    SCLK <= 0;
                    SS_N <= 1;
                    bit_cnt <= 0;
                    MOSI <= 0;
                    if (!transfer_done) begin
                        state <= INIT;
                        tx_data <= 8'h55;  
                    end
                end
                INIT: begin
                    SS_N <= 0;  
                    if (spi_clk_edge) begin
                        state <= SETUP;
                    end
                end
                SETUP: begin
                    MOSI <= tx_data[7];
                    if (spi_clk_edge) begin
                        state <= SHIFT;
                    end
                end
                SHIFT: begin
                    SCLK <= 1;
                    if (spi_clk_edge) begin
                        state <= SAMPLE;
                    end
                end
                SAMPLE: begin
                    SCLK <= 0;
                    rx_data <= {rx_data[6:0], MISO};  
                    if (spi_clk_edge) begin
                        bit_cnt <= bit_cnt + 1;
                        if (bit_cnt == 7) begin
                            state <= DONE;
                        end else begin
                            tx_data <= {tx_data[6:0], 1'b0};  
                            state <= SETUP;
                        end
                    end
                end
                DONE: begin
                    SCLK <= 0;
                    SS_N <= 1;
                    MOSI <= 0;
                    transfer_done <= 1;
                    if (rx_data == 8'hAA) begin
                        hex_value <= 4'hA;  
                    end else if (rx_data == 8'h55) begin
                        hex_value <= 4'h5;  
                    end else begin
                        hex_value <= rx_data[3:0];  
                    end
                    if (spi_clk_edge) begin
                        state <= IDLE;
                    end
                end
                default: state <= IDLE;
            endcase
        end
    end
endmodule
</file>
==> results.cfg <==
; physical design summary
[outcome]
outcome = completed

[timing]
worstMarginPinSlew_ns = 0.523
post-route-period-util_pct = 96.5
finalMaxSlewViolations = 0
rsz0062_at_grt = true
period_needed_ns = 2.22
finalHoldViolations = 0
setup_viol = 0
worst_slack_ns = 0.0811
finClkSkew_ns = 0.0116
fmaxAchievable_ghz = 0.451
slew_headroom_pct = 65.0

[drt]
finalWirelength_um = 4180
remaining_drc_errors = 0
antenna_left = 0
drt-pass1-iter-count = 4
drt_iter0_drc = 88
num_vias = 1624
post_drt_wl_per_cell_um = 13.3
detail_route.antenna_diodes = 0
vias_per_cell = 5.17

[grt]
grt_pass1_wl_um = 7600
grt_pass1_vias = 1634
grt_usage_pct = 15.5
grt-ovfl-total = 0
grt_max_degree = 32
grt_antenna_before_repair = 0

[final_layout]
postLayoutCoreUtil_pct = 49.8
fillers = 501
comb_area_um2 = 1150
drive_above_1_share_pct = 22.3
ff_latch_area_um2 = 1180
stdcell_area_um2 = 2800
area_growth_pct = 17.8

[logic_synthesis]
flop_cell = dfrtp_1
top_cells_by_area = dfrtp_1 (43%), dfstp_2 (6.6%), ha_1 (4.7%)
top_area_share_pct = 43.2
yosysUniqueCellTypes = 38
ys_seq_share_pct = 49.9
syn_area_um2 = 2370
syn_inst = 223
ys_cells = 223
edf_count = 0
syn_area_per_cell_um2 = 10.6
ys.flops = 47
ys_warn_count = 1
largest_area_cell = dfrtp_1
async_reset_ff_share_pct = 100
yosys_area_um2 = 2370

[critical_path]
reg2reg_depth = 6
cp_max_fo = 4
required_ns = 1.84
end_kind = output port
crit_type = register to output port
arrival_ns = 1.76
start_kind = register

[clocking]
cts_made_buffers = 5
clkSlewWorstSetupHoldPaths_ns = 0.10
htreeDepth = 2
cts_tree = yes
clock.latency.late_pin_ns = 0.31
cts_buffer_depth = 2
clock_sinks = 47
cts-root-buf = clkbuf_8

[placement]
place_hpwl_um = 2770
place_ws_ns = 0.104
port_buffers = 12
place_area_um2 = 2560
gp_congestion = 0.802

[hold_path]
hold_class = input pin to async pin

[floorplanning]
num_rows = 27
die_y_um = 79.0
die_x_um = 79.0
io-pin-count = 13
core_um2 = 5610
dieArea_um2 = 6250
fp-utilization_pct = 42.3

[power]
fin_total_pwr_uw = 1490
power_density_nw_per_um2 = 534
vdd_drop_max_v = 0.000307
leakage_uw = 0.00129

[job]
warning_count = 33
drv_cap = 0
## kinds of logic after synthesis
kind of cell	synth area share [%]
adder cells (fa/ha/maj)	4.74
buffers and inverters	4.01
AND/OR/NAND/NOR	16.9
flip-flops	49.9
AND-OR/OR-AND	11.2
XOR/XNOR	5.53
multiplexers	7.80
## cells in the mapped netlist, types with 7 or more instances
master and count:
dfrtp_1 41, nor2_1 27, nand2_1 14, o21ai_0 13
xor2_1 11, a21oi_1 10, mux2_2 10, ha_1 9
inv_1 8, nand4_1 7
## repair_timing
action | 4_1_cts | 5_1_grt
pin swaps | 3 | 4
resized | 17 | 9
buffers inserted | 6 | 0
hold buffers | 0 | 0
setup endpoints to repair | 5 | 6
endpoints found under the hold margin | 0 | 0
## sequential cells by signal (all words and copies together), names as in the netlist, named ones only
name	cells
MOSI	1
rx_data	4
clk_cnt	16
spi_clk_edge	1
tx_data	8
SCLK	1
bit_cnt	4
SS_N	1
transfer_done	1
state	4
hex_value	4
## stage by stage
stage | hold slack [ns] | instances | setup TNS, ns
finish | 0.0508 | 314 | 0
global route | 0.0649 | 314 | -0.00535
CTS | 0.0576 | 314 | -0.00214
detailed placement | 0.400 | 301 | 0
global placement | 0.399 | 301 | 0
floorplan | 0.164 | 223 | 0
## report_power, final
group	internal [uW]	total (uW)	switching [uW]	leakage, uW
Clock	358	647	289	0.0000618
Combinational	3.17	18.8	15.6	0.000609
Sequential	826	826	0	0.000623
Total	1190	1490	305	0.00129
## routing by layer
metal	vias to the layer above	routed length, um	track usage (%)
li1	823	-	-
met1	777	2230	24.8
met2	16	1780	23.4
met3	8	114	2.57
met4	0	67	2.00
met5	-	0	0
## placed cells by master (no fill, tap or decap), types with 5 or more instances in the layout
cell type        count
a21oi_1             10
a22o_1               6
buf_4                7
clkbuf_8             6
clkdlybuf4s50_1      5
dfrtp_1             40
dfstp_2              6
inv_1                5
mux2_2              10
mux2i_1              5
nand2_1             14
nand3_1              5
nand4_1              7
nor2_1              27
nor2b_1              6
o21ai_0             12
xor2_1              11
## layout make-up
cell class                 instances  share of cell area [%]
clock buffer                       6                    2.95
clock inverter                     2                    1.39
sequential                        47                    42.4
timing repair buffer              23                    7.83
multi-input combinational        156                    41.0
inverter                           8                    1.16
tap                               72                    3.22
## worst paths after layout
kind	from	to	slack, ns
hold / removal	RESET_N	tx_data[5]	0.05
max in group asynchronous	RESET_N	SS_N	1.50
setup / recovery	hex_value[0]	HEX0[3]	0.08
min in group clk0	state[3]	SS_N	0.48
hold reg to reg	state[3]	SS_N	0.48
setup reg to reg	clk_cnt[1]	clk_cnt[3]	0.56
## worst max-delay path, stage by stage (launching register included)
cell and delay (ns):
dfrtp_1 0.43, buf_6 0.14, ha_4 0.15, buf_4 0.13, mux4_2 0.44, clkdlybuf4s15_1 0.18
No activity file was given, so power comes from the tool's default toggle rates.
